--- run.sh ---
#!/bin/bash
# OpenROAD 26Q1-2900-gdf79404cd8, Yosys 0.63+post, stock flow scripts
make -C /OpenROAD-flow-scripts/flow DESIGN_CONFIG=/design/flow/config.mk WORK_HOME=/design/flow/orfs finish
--- config.mk ---
export PLATFORM = sky130hd
export DESIGN_NAME = alu
export DESIGN_NICKNAME = alu
export VERILOG_FILES = /design/flow/design.v
export SDC_FILE = /design/flow/constraint.sdc
export NUM_CORES = 4
export LEC_CHECK = 1
export CORE_AREA = 10 10 75 75
export DIE_AREA = 0 0 85 85
--- constraint.sdc ---
current_design alu

set clk_period 11.7
set clk_io_pct 0.2

create_clock -name clk0 -period $clk_period

set non_clock_inputs [all_inputs -no_clocks]
set_input_delay [expr $clk_period * $clk_io_pct] -clock clk0 $non_clock_inputs
set_output_delay [expr $clk_period * $clk_io_pct] -clock clk0 [all_outputs]
--- design.v ---
module alu(
		input wire [7:0] p,
		input wire [7:0] im,
		input wire [7:0] st,
		input wire p_m,
		input wire im_st,
		output wire [7:0] out,
		output wire carry
	);
	wire [7:0] r;
	wire [8:0] outpos; 
	assign r = im_st ? im : st;
	assign outpos = p_m ? p + r : p - r;
	assign out = outpos[7:0];
	assign carry = outpos[8];
endmodule
==> impl_metrics.yaml <==
# synthesis and place-and-route metrics
global_routing:
  grt_pass1_vias: 697
  grt_overflow_total: 0
  grt_antenna_before_repair: 0
  grt_use_met2_pct: 7.97
  grt_use_met1_pct: 8.16
  global_route.usage.met3_pct: 1.64
  grt_most_used_layer: "met1"
  grt_start_max_net_pins: 17
  groute.usage.overall_pct: 5.48
  grt_first_pass_wirelength_mm: 3.39
layout:
  final.fill_count: 433
  register_area_sq_um: 0
  lay_top_count: "sky130_fd_sc_hd__clkdlybuf4s50_1"
  sequential_cell_total: 0
  layout.cells.non_filler: 164
  finish.utilization_pct: 25.7
  final.clkbuf_count: 0
  layout-drive-gt1-share_pct: 7.02
  area_growth_syn_to_layout_pct: 60.7
  final_layout_top_logic_cells: "sky130_fd_sc_hd__clkdlybuf4s50_1, sky130_fd_sc_hd__xnor2_1, sky130_fd_sc_hd__a21oi_1, sky130_fd_sc_hd__ha_1"
critical_path:
  endpoint_kind: "output pin"
  critPathMaxFanout: 16
  timing.critical_path.arrival_ns: 5.82
  critical_path.startpoint_type: "input pin"
  classification_of_the_worst_setup_path: "input pin to output pin"
  worst_ep_required_time_ns: 9.36
logic_synthesis:
  netlist_instances: 82
  syn_avg_cell_area_sq_um: 7.92
  yosysWarningCount: 0
  synthTopCellsByArea: "sky130_fd_sc_hd__ha_1, sky130_fd_sc_hd__xnor2_1, sky130_fd_sc_hd__mux2i_1"
  synth_top_area_share_pct: 17.3
  yosys_cells: 82
  yosysSeqAreaShare_pct: 0
  ys_types: 27
  yosys.stat.chipArea_sq_um: 649
  total_standard_cell_area_after_synthesis_sq_um: 649
  synthDominantAreaCellType: "sky130_fd_sc_hd__ha_1"
placement:
  detailed_place_hpwl_mm: 1.74
  gp_routability_congestion: 0.775
  placed_insts: 164
  placement.io_buffers: 35
route:
  final_antenna_net_count: 0
  routed_wl_mm: 1.96
  dr_total_vias: 656
  drt_drc_violations_left: 0
  number_of_vias_per_cell: 4.00
  dr.pass1.iters: 4
  drt_first_iter_violations: 11
  wl_per_cell_um: 11.9
  detail_route.antenna_diodes: 0
power_and_ir_drop:
  total_power_after_layout_uw: 68.2
  cellLeakagePower_nw: 0.421
  ir_drop_v: 0.0000266
  p_per_area_nw_per_um2: 65.4
floorplanning:
  area_of_the_core_sq_um: 4060
  die_x_um: 85
  num_rows: 23
  dieArea_sq_um: 7230
  floorplan.die.height_um: 85
  fp-utilization_pct: 16.0
  io-pin-count: 35
timing:
  rsz0062_at_grt: "false"
  tightest_hold_margin_ns: 5.73
  maxClockFrequency_mhz: 122
  finish_stage_setup_viols: 0
  finalMaxSlewViolations: 0
  relSlewSlack_pct: 48.0
  hold_viol: 0
  final.min_clock_period_ns: 8.16
  worstMarginPinSlew_ns: 0.778
  finalCritPeriodShare_pct: 69.8
  setup-tns-final_ns: 0
outcome:
  status: "complete, no violations"
hold_path:
  hold_path.class: "input pin to output pin"
clock_network:
  postCtsSetupRepairBufs: 0
  cells_resized_by_post_cts_repair: 0
  hold_buffers: 0
flow_run:
  log.warning_count: 32
  max_cap_violations: 0
kinds of logic (layout without fill, tap and decap cells):
logic type	Yosys count	after routing	synth area share [%]
AND-OR/OR-AND	27	27	32.0
AND/OR/NAND/NOR	17	17	14.1
XOR/XNOR	11	11	14.8
adder cells (fa/ha/maj)	10	10	20.4
buffers and inverters	9	41	6.36
multiplexers	8	8	12.3
final timing paths:
kind	slack [ns]	start	to	cells past startpoint
worst max-delay path	3.54	im_st	carry	13
worst min-delay path	5.73	p[0]	out[0]	3
critical path, cell delays in order:
cell                              delay (ns)
sky130_fd_sc_hd__clkdlybuf4s50_1        0.98
sky130_fd_sc_hd__mux2i_1                0.23
sky130_fd_sc_hd__ha_1                   0.33
sky130_fd_sc_hd__nor2_1                 0.03
sky130_fd_sc_hd__a21oi_1                0.17
sky130_fd_sc_hd__inv_1                  0.08
sky130_fd_sc_hd__fa_1                   0.44
sky130_fd_sc_hd__nor2b_2                0.16
sky130_fd_sc_hd__o31a_4                 0.15
sky130_fd_sc_hd__nor3_2                 0.04
sky130_fd_sc_hd__o31ai_2                0.23
sky130_fd_sc_hd__xor2_1                 0.16
sky130_fd_sc_hd__clkdlybuf4s50_1        0.48
Yosys cell counts:
library cell                n
sky130_fd_sc_hd__a21o_1     1
sky130_fd_sc_hd__nor3_2     1
sky130_fd_sc_hd__buf_4      2
sky130_fd_sc_hd__o31ai_2    2
sky130_fd_sc_hd__a211oi_1   2
sky130_fd_sc_hd__o21bai_1   2
sky130_fd_sc_hd__a21oi_1    9
sky130_fd_sc_hd__mux2i_1    8
sky130_fd_sc_hd__nand2_1    3
sky130_fd_sc_hd__o41ai_4    1
sky130_fd_sc_hd__inv_1      6
sky130_fd_sc_hd__xnor2_1   10
sky130_fd_sc_hd__nor2b_2    1
sky130_fd_sc_hd__nor3_1     2
sky130_fd_sc_hd__nand3_2    1
sky130_fd_sc_hd__o21a_1     2
sky130_fd_sc_hd__fa_1       1
sky130_fd_sc_hd__o31a_4     1
sky130_fd_sc_hd__ha_1       9
sky130_fd_sc_hd__a31oi_1    2
sky130_fd_sc_hd__or3_4      1
sky130_fd_sc_hd__nor2_1     8
sky130_fd_sc_hd__o31ai_1    1
sky130_fd_sc_hd__xor2_1     1
sky130_fd_sc_hd__clkbuf_1   1
sky130_fd_sc_hd__o21ai_0    3
sky130_fd_sc_hd__o21ai_1    1
through the flow:
stage	cell area (sq um)	setup slack, ns
4_1_cts	1040	3.49
2_1_floorplan	649	4.91
3_3_place_gp	1040	3.51
5_1_grt	1040	3.26
6_report	1040	3.54
3_5_place_dp	1040	3.50
cell type report:
type / instances / area (sq um) / share of cell area (%)
well taps: 50 / 62.6 / 6.00
multi-input cells: 73 / 608 / 58.3
inverters: 6 / 22.5 / 2.16
repair buffers: 35 / 350 / 33.6
where the power goes:
| group | switching (mW) | leakage, nW | internal (mW) | total [mW] |
|---|---|---|---|---|
| clock network | 0 | 0 | 0 | 0 |
| logic | 0.0258 | 0.421 | 0.0425 | 0.0682 |
| registers | 0 | 0 | 0 | 0 |
per-layer routing:
metal	vias up	share of wire [%]
met2	22	38
met4	0	0
li1	363	-
met5	-	0
met3	0	9.2
met1	271	53
No activity file was given, so power comes from the tool's default toggle rates.
