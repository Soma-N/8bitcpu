===== flow/design.v =====
module ram
	(
		input wire clk,
		input wire we,
		input wire [7:0] addr1,
		input wire [7:0] addr2,
		input wire [7:0] in,
		output wire [7:0] out1,
		output wire [7:0] out2,
		output wire [7:0] out3
	);
	reg [7:0] mem [255:0];
	always @(posedge clk) begin
		if (we) begin
			mem[addr2] = in;
		end
	end
	assign out1 = mem[addr1];
	assign out2 = mem[addr1 + 1];
	assign out3 = mem[addr2];
endmodule

===== flow/run.sh =====
#!/bin/bash
# OpenROAD 26Q1-2900-gdf79404cd8, Yosys 0.63+post, stock flow scripts
make -C /OpenROAD-flow-scripts/flow DESIGN_CONFIG=/design/flow/config.mk WORK_HOME=/design/flow/orfs finish

===== flow/config.mk =====
export PLATFORM = sky130hd
export DESIGN_NAME = ram
export DESIGN_NICKNAME = ram
export VERILOG_FILES = /design/flow/design.v
export SDC_FILE = /design/flow/constraint.sdc
export NUM_CORES = 4
export LEC_CHECK = 1
export CORE_UTILIZATION = 50

===== flow/constraint.sdc =====
current_design ram

set clk_period 38.8
set clk_io_pct 0.2

create_clock -name clk0 -period $clk_period [get_ports {clk}]

set non_clock_inputs [all_inputs -no_clocks]
set_input_delay [expr $clk_period * $clk_io_pct] -clock clk0 $non_clock_inputs
set_output_delay [expr $clk_period * $clk_io_pct] -clock clk0 [all_outputs]

==> results.rst <==
Physical design figures
=======================

.. list-table::
   :header-rows: 1

   * - Metric
     - Value
   * - Outcome
     - complete, no violations
   * - Count of tool warnings
     - 26
   * - Top cell excl fill/tap
     - sky130_fd_sc_hd__edfxtp_1
   * - Met2 Usage GRT
     - 53.9%
   * - Final setup fails
     - 0
   * - Post-CTS setup-driven buffer insertion count
     - 0
   * - Cell count listed in synth_stat.txt
     - roughly 5,800
   * - Count of port buffers added during placement
     - ~49
   * - Startpoint types
     - primary input
   * - Biggest fanout along the worst timing path
     - about 52
   * - Placeable Area
     - 0.223 mm2
   * - Tally of max-capacitance violations
     - 0
   * - Die Y
     - between 400 and 500 um
   * - Final hold violation count
     - 0
   * - Dominant comb cell
     - multiplexers
   * - Leading cell types in the layout, fill and taps excluded
     - 2,048 x sky130_fd_sc_hd__edfxtp_1, 1,770 x sky130_fd_sc_hd__mux4_2, 523 x sky130_fd_sc_hd__buf_4, 303 x sky130_fd_sc_hd__nor2_1, 263 x sky130_fd_sc_hd__nand2_1
   * - Number of flip-flops in the largest register
     - between 2,000 and 2,500
   * - Total congestion overflow after global routing
     - 0
   * - Pwr Total
     - 5.34 mW
   * - Pwr per Cell Area
     - roughly 42 mW/mm2
   * - CTS tree
     - built
   * - Worst EP arrival
     - ~15 ns
   * - Synth warn
     - 1
   * - Number of enable flip-flop cells
     - between 2,000 and 2,500
   * - Ratio of final minimum period to clock period
     - around 58%
   * - Via total after detailed routing
     - about 68,000
   * - Routed Antenna Nets
     - 0
   * - Post-synth mux share
     - between 30% and 40%
   * - HPWL after detailed placement
     - 277,000 um
   * - Busiest metal layer after global routing
     - met2
   * - Max Fclk
     - 44.3 MHz
   * - Hold buffer count at CTS
     - 0
   * - Worst hold slack
     - between 7 and 8 ns
   * - Number of filler cells placed in the layout
     - ~17,000
   * - Floorplan die area
     - approximately 0.23 mm2
   * - Number of antenna violations at the first check in global routing
     - 21
   * - Root Buffer Master
     - sky130_fd_sc_hd__clkbuf_16
   * - Wirelength, routed
     - between 400,000 and 500,000 um
   * - Count of boundary I/O pins
     - 50
   * - Area growth syn-to-layout
     - 11.8%
   * - Worst-margin pin slew
     - approximately 1.4 ns
   * - Number of distinct library cells after synthesis
     - 67
   * - H-tree level count
     - 4
   * - Worst path required time
     - a little over 30 ns
   * - Async set or reset register ratio after synthesis
     - 0%
   * - Post-cts resize count
     - 0
   * - IR drop worst, VDD
     - 0.0515 mV
   * - Grt met3 use
     - a little over a third
   * - RSZ-0062 raised after global routing
     - no
   * - Total routing usage reported by global routing
     - between 40% and 50%
   * - Total count of max-transition violations in the final report
     - 0
   * - Synthesized chip area reported by yosys
     - approximately 0.11 mm2
   * - Average cell area after synthesis
     - 19.5 um2
   * - Setup crit end kind
     - primary output
   * - Synthesized area
     - between 0.1 and 0.15 mm2
   * - Setup Total Neg Slack
     - 0 ns
   * - Sinks on Clock Net
     - between 2,000 and 2,500
   * - Logic area
     - just under 0.05 mm2
   * - Finished Layout Cells
     - ~9,200
   * - Vias in the first global route
     - between 70,000 and 80,000
   * - Worst slack at placement
     - roughly 16 ns
   * - Post-DR vias/cell
     - approximately 7.4
   * - Post-synthesis sequential area ratio
     - 54.7%
   * - Worst hold path type
     - in2reg
   * - Cell type with the largest total area
     - sky130_fd_sc_hd__edfxtp_1
   * - Register area
     - between 0.06 and 0.07 mm2
   * - Setup ws final
     - 16.24 ns
   * - Global-route wire length before repair
     - 575,000 um
   * - Die Wd
     - around 480 um
   * - Largest cells by area
     - sky130_fd_sc_hd__edfxtp_1 55%, sky130_fd_sc_hd__mux4_2 35%, sky130_fd_sc_hd__mux2i_1 1.9%
   * - Adder-cell area share of the yosys netlist
     - less than 1%
   * - Clock transition at path regs
     - roughly 0.060 ns
   * - Top-area cell type share of the netlist area
     - roughly 55%
   * - Simple-gate share of the synthesized area
     - 3.13%
   * - Core Util at FP
     - 50.4%
   * - First DRT Iteration DRCs
     - between 5,000 and 6,000
   * - Remaining max-slew budget at the tightest pin
     - 8.04%
   * - Crit Path Category
     - in2out
   * - Number of cell rows
     - ~170
   * - Number of CTS-inserted buffers
     - ~220
   * - Average wire per standard cell
     - between 40 and 50 um
   * - Commonest register cell after synthesis
     - sky130_fd_sc_hd__edfxtp_1
   * - Proportion of layout cells with a drive suffix above 1
     - about 44%
   * - Count of TritonRoute iterations in the first routing pass
     - 7
   * - Number of flip-flops and latches in the synthesized netlist
     - around 2,000
   * - Aoi share
     - approximately 2.3%
   * - Post-synthesis instance total
     - approximately 5,800
   * - Detailed-route DRC error count
     - 0
   * - GR met1 Demand/Resource
     - between 40% and 50%
   * - CTS Buffer Depth
     - 3
   * - LEAKAGE
     - 39.5 nW
   * - Xor+xnor area frac
     - less than 1%
   * - Total instance count after detailed placement
     - between 8,000 and 9,000
   * - RD Place Congestion
     - between 1 and 1.5
   * - Shortest period the worst path allows
     - approximately 23 ns
   * - Maximum number of pins on one net before global-route repair
     - 89
final timing paths:
kind | from | end | slack, ns | cells after the start
hold / removal | in[0] | mem[245][0] | 7.35 | 1
setup / recovery | addr1[0] | out2[6] | 16.24 | 14
final cells by class:
class	instances	share of cell area [%]
flip-flops and latches	2048	48.9
clock buffers	261	4.55
well taps	2975	2.96
inverters	4	0.0179
multi-input cells	3165	38.5
diodes	15	0.0298
repair buffers	582	3.72
clock inverters	149	1.30
kinds of logic after synthesis:
group / Yosys count
compound gates: 352
simple gates: 814
flops: 2048
mux: 1989
xor+xnor: 9
buf+inv: 565
fa+ha+maj: 1
per-layer routing:
metal | vias to the layer above | share of wire, %
li1 | 26155 | -
met5 | - | 0.38
met1 | 34986 | 28
met2 | 5839 | 44
met4 | 58 | 6.4
met3 | 1037 | 21
through the flow:
step	util (%)	cell area (um2)
final	56.4	126000
after global placement	53.1	118000
after detailed placement	53.1	118000
after CTS	56.4	126000
after global routing	56.4	126000
after floorplan	-	112000
synth_stat cells (all sizes together) (4+ instances only):
| cell type | number |
|---|---|
| a311oi | 9 |
| o21ai | 26 |
| a221o | 7 |
| or2 | 6 |
| xnor2 | 6 |
| edfxtp | 2048 |
| nand4 | 11 |
| a31oi | 15 |
| nand2 | 276 |
| nor2b | 42 |
| nor4 | 16 |
| nand3 | 72 |
| o32ai | 4 |
| a221oi | 21 |
| mux2i | 216 |
| o22ai | 34 |
| a22o | 5 |
| and3 | 19 |
| mux4 | 1770 |
| o211ai | 5 |
| clkbuf | 210 |
| and2 | 11 |
| o221ai | 10 |
| buf | 351 |
| a21oi | 75 |
| nor3 | 31 |
| a22oi | 19 |
| or3 | 6 |
| a311o | 4 |
| a2111oi | 27 |
| a32oi | 32 |
| a32o | 6 |
| nand2b | 9 |
| nor2 | 306 |
| a211oi | 26 |
power by group:
group / internal (mW) / switching (mW)
sequential: 2.44 / 0.00301
clock: 1.24 / 0.922
combinational: 0.292 / 0.443
total: 3.97 / 1.37
critical path: stages:
cell and delay (ns):
sky130_fd_sc_hd__buf_8 0.38, sky130_fd_sc_hd__ha_4 0.61, sky130_fd_sc_hd__buf_4 0.69, sky130_fd_sc_hd__buf_4 0.74, sky130_fd_sc_hd__buf_4 0.57, sky130_fd_sc_hd__buf_4 0.61, sky130_fd_sc_hd__mux4_2 0.59, sky130_fd_sc_hd__nand2_1 0.13
sky130_fd_sc_hd__a21oi_1 0.13, sky130_fd_sc_hd__or4_1 0.52, sky130_fd_sc_hd__o32ai_1 0.84, sky130_fd_sc_hd__a311oi_1 0.35, sky130_fd_sc_hd__buf_4 0.24, sky130_fd_sc_hd__clkdlybuf4s50_1 0.40
Power and IR drop assume default switching activity.
