## design/flow/config.mk

```make
export PLATFORM = sky130hd
export DESIGN_NAME = selector
export DESIGN_NICKNAME = selector
export VERILOG_FILES = /design/flow/design.v
export SDC_FILE = /design/flow/constraint.sdc
export NUM_CORES = 4
export LEC_CHECK = 1
export CORE_AREA = 10 10 70 70
export DIE_AREA = 0 0 80 80
```

## design/flow/constraint.sdc

```tcl
current_design selector

set clk_period 1.0
set clk_io_pct 0.2

create_clock -name clk0 -period $clk_period

set non_clock_inputs [all_inputs -no_clocks]
set_input_delay [expr $clk_period * $clk_io_pct] -clock clk0 $non_clock_inputs
set_output_delay [expr $clk_period * $clk_io_pct] -clock clk0 [all_outputs]
```

## design/flow/design.v

```verilog
module selector(
		input wire [7:0] a,
		input wire [7:0] b,
		input wire [1:0] select,
		output wire [7:0] out
	);
	assign out = (select[1] == 1'b1) ? 9'b00000000 :
			  ((select[0] == 1'b1) ? b : a);
endmodule
```

## design/flow/run.sh

```bash
#!/bin/bash
# OpenROAD 26Q1-2900-gdf79404cd8, Yosys 0.63+post, stock flow scripts
make -C /OpenROAD-flow-scripts/flow DESIGN_CONFIG=/design/flow/config.mk WORK_HOME=/design/flow/orfs finish
```

==> results.json <==
{
  "end_kind": "primary output",
  "seq_power_share_pct": 0,
  "wl_per_cell_um": 9.13,
  "ys_sh_adder_pct": 0,
  "area_delta_synth_final_pct": 285,
  "fp-row-count": 21,
  "coreArea_um2": 3420,
  "fin_crit_sh_pct": 102,
  "die_y_um": 80,
  "start_kind": "input pin",
  "io-pin-count": 26,
  "antenna_found_initial": 0,
  "aoi_share_pct": 0,
  "fill_cells": 397,
  "max_slew_margin_pct": 88.1,
  "fin_crit_ns": 1.02,
  "yosys_cells": 18,
  "design.seq.count": 0,
  "initCoreUtil_pct": 3.66,
  "wl_met3_um": 119,
  "nClkBuffers": 0,
  "ys_sh_xor_pct": 0,
  "p_leak_nw": 0.250,
  "worstSetupPathType": "input pin to primary output",
  "setup_violations": 1,
  "swShare_pct": 31.7,
  "holdPathEnd": "out[2]",
  "grt_pass1_wl_um": 1340,
  "cp.arrival_ns": 0.82,
  "peakVddDrop_v": 0.0000297,
  "grt_max_degree": 6,
  "hp-start": "select[1]",
  "dpl_cell_area_um2": 450,
  "drt_iter0_drc": 0,
  "seqCellArea_um2": 0,
  "timing.final.ws_setup_ns": -0.0182,
  "drcViolationCount": 0,
  "p_int_mw": 0.107,
  "final_cell_area_um2": 482,
  "dr.pass1.iters": 1,
  "tool_warnings": 34,
  "synth_area_per_cell_um2": 6.95,
  "crit_fanout": 5,
  "switchingPower_mw": 0.0495,
  "worst_pin_slew_ns": 0.173,
  "first_global_vias": 259,
  "overflow": 0,
  "rsz0062_at_grt": "true",
  "lay_top_count": "dlygate4sd2_1",
  "place_congestion": 0.761,
  "synthCells": 18,
  "comb_power_share_pct": 100.0,
  "ys_sh_mux_pct": 64.0,
  "antenna_left": 0,
  "grt_usage_pct": 2.54,
  "simple_gate_share_pct": 24.0,
  "status": "finished with violations",
  "dieArea_um2": 6400,
  "power_density_nw_per_um2": 324,
  "final_cell_mix": "16 x dlygate4sd2_1, 9 x buf_2, 8 x mux2i_1",
  "hold_viol": 0,
  "drive_above_1_share_pct": 49.0,
  "violations": "negative setup slack",
  "top_layer": "met3",
  "fin_setup_tns_ns": -0.0182,
  "synth_area_um2": 125,
  "comb_area_um2": 125,
  "yosysWarnings": 0,
  "wl_met1_um": 333,
  "holdPathStages": 4,
  "max-cap-violations": 0,
  "p_clk_share_pct": 0,
  "io_buffers": 26,
  "vias": 248,
  "yosys_area_um2": 125,
  "dp_hpwl_um": 735,
  "yosysSeqAreaShare_pct": 0,
  "met2_length_um": 433,
  "fp.dieW_um": 80,
  "slew_violations": 0,
  "worstHoldPathType": "input pin to primary output",
  "drt_wl_total_um": 886,
  "timing.fmax_mhz": 982,
  "antenna_cells": 0,
  "critPathRequiredTime_ns": 0.80,
  "synth_cell_types": 4,
  "viasPerCell": 2.56,
  "pre_cts_ws_ns": -0.713,
  "logic_family": "multiplexers"
}
==> cell families (layout without fill, tap and decap cells) <==
kind of cell | count (synthesis) | count (layout)
multiplexers | 8 | 8
AND/OR/NAND/NOR | 8 | 8
buffers and inverters | 2 | 35
==> Yosys cell counts <==
library cell	n	share of area [%]
buf_1	1	3.0
buf_6	1	9.0
mux2i_1	8	64
nor2_1	8	24
==> repair_timing <==
item / 4_1_cts / 5_1_grt
setup buffers: 9 / 0
hold buffers: 0 / 0
resized: 61 / 0
gates cloned: 0 / 0
pin swaps: 8 / 2
endpoints found under the setup margin: 8 / 5
==> per-layer routing <==
| layer | vias up | global-route usage [%] |
|---|---|---|
| li1 | 128 | - |
| met1 | 107 | 3.10 |
| met2 | 13 | 4.33 |
| met3 | 0 | 1.02 |
| met4 | 0 | 0 |
| met5 | - | 0 |
==> cell type report <==
class	instances	share of cell area [%]
multi-input cells	16	26.0
well taps	46	11.9
repair buffers	35	62.1
==> per-stage QoR <==
stage                     utilization (%)  std cells  hold slack, ns  power, mW
after global placement               13.2         91            1.37      0.158
after floorplan                         -         18           0.482     0.0384
after global routing                 14.1         97           0.856      0.172
after detailed placement             13.2         91            1.37      0.160
final                                14.1         97           0.811      0.156
after CTS                            14.4         98           0.826      0.164
==> worst max-delay path by stage <==
stage                 endpoint  depth (start not counted)       from
after CTS               out[4]                          6  select[0]
after global routing    out[4]                          6  select[0]
final                   out[4]                          6  select[0]
==> critical path, cell delays in order <==
cell	delay, ns
buf_6	0.10
buf_6	0.12
buf_6	0.11
mux2i_1	0.13
nor2_1	0.05
buf_2	0.11
==> power by group through the flow <==
stage / registers, mW / clock network, mW / logic [mW]
4_1_cts: 0 / 0 / 0.164
5_1_grt: 0 / 0 / 0.172
6_report: 0 / 0 / 0.156
Power figures rest on the tool's default switching activity, not on a simulated workload.
